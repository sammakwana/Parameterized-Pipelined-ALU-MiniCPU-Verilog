## design/flow/config.mk

```make
export PLATFORM = sky130hd
export DESIGN_NAME = cpu_top
export DESIGN_NICKNAME = cpu_top
export VERILOG_FILES = /design/flow/design.v
export SDC_FILE = /design/flow/constraint.sdc
export NUM_CORES = 4
export LEC_CHECK = 1
export CORE_UTILIZATION = 40
export SYNTH_MEMORY_MAX_BITS = 65536
```

## design/flow/constraint.sdc

```tcl
current_design cpu_top

set clk_period 11.1
set clk_io_pct 0.2

create_clock -name clk0 -period $clk_period [get_ports {clk}]

set non_clock_inputs [all_inputs -no_clocks]
set_input_delay [expr $clk_period * $clk_io_pct] -clock clk0 $non_clock_inputs
set_output_delay [expr $clk_period * $clk_io_pct] -clock clk0 [all_outputs]
```

## design/flow/design.v

```verilog
module barrel_shifter(
    input  [15:0] data_in,
    input  [3:0]  shift_amt,
    input         dir,
    output [15:0] data_out
);
assign data_out = (dir == 1'b0) ? (data_in << shift_amt)
                                : (data_in >> shift_amt);
endmodule
module cpu_top(
    input  wire clk,
    input  wire rst,
    output wire [15:0] debug_A,
    output wire [15:0] debug_B,
    output wire [15:0] debug_ALU,
    output wire [7:0]  debug_PC
);
parameter N = 16;
reg [7:0] PC;
always @(posedge clk or posedge rst) begin
    if (rst)
        PC <= 8'd0;
    else
        PC <= PC + 1'b1;
end
reg [15:0] IMEM [0:255];
initial begin
    IMEM[0] = 16'h0298;
    IMEM[1] = 16'h1850;
    IMEM[2] = 16'h2A60;
    IMEM[3] = 16'h3D60;
    IMEM[4] = 16'h4E50;
end
wire [15:0] instr;
assign instr = IMEM[PC];
wire [3:0] opcode;
wire [2:0] rd, rs1, rs2;
assign opcode = instr[15:12];
assign rd     = instr[11:9];
assign rs1    = instr[8:6];
assign rs2    = instr[5:3];
wire [N-1:0] A, B;
wire reg_write = 1'b1;
wire [15:0] alu_result;
regfile RF (
    .clk(clk),
    .we(reg_write),
    .ra1(rs1),
    .ra2(rs2),
    .wa(rd),
    .wd(alu_result),
    .rd1(A),
    .rd2(B)
);
wire [15:0] shift_out;
barrel_shifter BS (
    .data_in(A),
    .shift_amt(B[3:0]),
    .dir(opcode[0]),
    .data_out(shift_out)
);
reg [15:0] alu_result_r;
always @(*) begin
    case (opcode)
        4'h0: alu_result_r = A + B;
        4'h1: alu_result_r = A - B;
        4'h2: alu_result_r = A & B;
        4'h3: alu_result_r = A | B;
        4'h4: alu_result_r = shift_out;
        default: alu_result_r = 16'h0000;
    endcase
end
assign alu_result = alu_result_r;
assign debug_A   = A;
assign debug_B   = B;
assign debug_ALU = alu_result;
assign debug_PC  = PC;
endmodule
module regfile(
    input clk,
    input we,
    input [2:0] ra1, ra2, wa,
    input [15:0] wd,
    output [15:0] rd1, rd2
);
reg [15:0] R[0:7];
assign rd1 = R[ra1];
assign rd2 = R[ra2];
always @(posedge clk)
    if (we) R[wa] <= wd;
endmodule
```

## design/flow/run.sh

```bash
#!/bin/bash
# OpenROAD 26Q1-2900-gdf79404cd8, Yosys 0.63+post, stock flow scripts
make -C /OpenROAD-flow-scripts/flow DESIGN_CONFIG=/design/flow/config.mk WORK_HOME=/design/flow/orfs finish
```

==> flow_summary.toml <==
# flow metrics
[floorplanning]
fp-utilization = 0.4089
placementRows = 46
chip_area_um2 = 16750
io_pins = 58
die-width_um = 129.4
core_region_area_um2 = 15890
die.size.y_um = 129.4

[synthesis]
synth.largest_area_cell = "sky130_fd_sc_hd__edfxtp_1"
synth-seq-area-share = 0.4746
top_area_frac = 0.4438
synth_unique_cells = 72
mappedNetlistArea_um2 = 6496
flop_cell = "sky130_fd_sc_hd__edfxtp_1"
synth.yosys.chip_area_um2 = 6496
ys_seq_elements = 104
syn-instance-count = 531
most_frequent_cell_after_synthesis = "sky130_fd_sc_hd__edfxtp_1"
flip_flops_with_a_built_in_enable = 96
ys_cells = 531
synth.area.top_cells = "sky130_fd_sc_hd__edfxtp_1, sky130_fd_sc_hd__mux4_2, sky130_fd_sc_hd__ha_1, sky130_fd_sc_hd__mux2i_1, sky130_fd_sc_hd__mux2_2"
synth_cell_count_leaders = "sky130_fd_sc_hd__edfxtp_1, sky130_fd_sc_hd__nor2_1, sky130_fd_sc_hd__nand2_1"
ys_warn_count = 2
mean_instance_size_in_the_synthesized_netlist_um2 = 12.23
ys_async_sr_fraction = 0.07692

[worst_setup_path]
crit_path_start = "PC[0]$_DFF_PP0_"
highest_net_fanout_along_the_worst_path = 31
timing.reg2reg.worst_path_depth = 19
critical_path_class = "reg -> out"
worstPathArrival_ps = 6000
worst_setup_path_end_kind = "primary output"
worst_setup_path_start_kind = "flip-flop"
required_ps = 8880
critical_path.reg2reg.startpoint = "PC[0]$_DFF_PP0_"

[clock_network]
clk_pin_slew_ps = 70
cts_buffer_depth = 2
cts_root_buf = "sky130_fd_sc_hd__clkbuf_16"
cts_setup_buffers = 0
numCtsBuffers = 9
tritoncts_num_sinks = 104
cts_htree_levels = 3
tritoncts = "yes"
cts_hold_bufs = 0
post_cts_resized = 0
insertion_delay_late_pin_ps = 340

[worst_hold_path]
worstHoldPathCells = 1
holdCritPathClass = "reg -> reg"
holdCritStartpoint = "PC[7]$_DFF_PP0_"

[timing]
clock-skew-final_ps = 7.474
setup_total_negative_slack_ps = 0
hold_slack_final_ps = 486.0
tightest_slew_ps = 890.2
finalMaxSlewViolations = 0
final_hold_viol_count = 0
final.min_clock_period_ps = 8223
maxClockFrequency_mhz = 121.6
rsz0062_at_grt = "no"
final.setup.worst_slack_ps = 2877
timing.max_slew.rel_slack = 0.4003
layout_worst_path_cycle_share = 0.7408
setup_viol = 0

[pwr]
pwr_density_cell_nw_per_um2 = 109.4
peakVddDrop_mv = 0.05976
cellLeakagePower_uw = 0.002850

[placement]
post-place-cells = 807
dp_worst_setup_slack_ps = 3177
place.detailed.hpwl_um = 12550
finalWeightedCongestion = 0.9296
place.port_buffers = 57

[drt]
wl_final_um = 16880
drt_iter0_markers = 344
antenna_left = 0
routed_wire_length_per_instance_um = 20.51
drc = 0
route.vias.total = 4526
antenna_cells = 0
drt_first_pass_iters = 4
vias_per_cell = 5.499

[run]
warning_count = 34
max-cap-violations = 0

[global_routing]
maximum_number_of_pins_on_one_net_before_global_route_repair = 32
grt_use_total = 0.2187
grt_pass1_vias = 4402
gr_ovfl_total = 0
grt_antenna_before_repair = 0
grt_pass1_wl_um = 25520

[final_layout]
num-fill-cells = 1427
post_route_cells_drive_above_1_share = 0.1466
area_delta_synth_final_pct = 16.97
final-instance-count-excl-fill = 823
final_util = 0.4783

[run_status]
status = "completed"
-- stage by stage --
stage	area, µm²	power, µW
2_1_floorplan	6553	506.0
3_3_place_gp	7335	554.6
3_5_place_dp	7335	554.9
4_1_cts	7599	837.0
5_1_grt	7599	861.3
6_report	7599	831.4
-- logic make-up after synthesis --
group | count (synthesis) | synth area share
compound gates | 107 | 0.1100
xor+xnor | 31 | 0.04180
fa+ha+maj | 40 | 0.07319
buf+inv | 45 | 0.03929
flops | 104 | 0.4746
mux | 75 | 0.1620
other cells | 1 | 0.0005773
simple gates | 128 | 0.09862
-- layer usage --
metal | GRT usage | wire length (µm) | vias up
met1 | 0.3378 | 7413 | 2209
li1 | - | - | 2141
met2 | 0.3201 | 7571 | 164
met3 | 0.08663 | 1714 | 12
met4 | 0.02394 | 178 | 0
met5 | 0 | 0 | -
-- where the power goes --
part	leakage (µW)	switching, µW	internal (µW)	total (µW)
logic	0.00171	54.8	46.8	102
registers	0.00101	3.02	442	445
clock network	0.000131	133	152	285
total	0.00285	191	641	831
-- registers in the layout, summed over array words and instances (netlist names) --
register / count
PC: 8
RF.R: 96
-- cell usage in the layout (no fill, tap or decap), types with 3 or more instances in the layout --
master / instances
sky130_fd_sc_hd__a31oi_1: 11
sky130_fd_sc_hd__nor3b_1: 3
sky130_fd_sc_hd__nor2b_1: 3
sky130_fd_sc_hd__xnor2_1: 19
sky130_fd_sc_hd__maj3_1: 13
sky130_fd_sc_hd__o211ai_1: 4
sky130_fd_sc_hd__nor2_1: 44
sky130_fd_sc_hd__nand3_1: 8
sky130_fd_sc_hd__o22ai_1: 7
sky130_fd_sc_hd__ha_1: 26
sky130_fd_sc_hd__o21a_1: 3
sky130_fd_sc_hd__buf_4: 16
sky130_fd_sc_hd__xor2_1: 12
sky130_fd_sc_hd__o21ai_0: 18
sky130_fd_sc_hd__edfxtp_1: 96
sky130_fd_sc_hd__nor3_1: 6
sky130_fd_sc_hd__a22oi_1: 3
sky130_fd_sc_hd__inv_1: 14
sky130_fd_sc_hd__a21oi_1: 29
sky130_fd_sc_hd__a211oi_1: 9
sky130_fd_sc_hd__and3b_1: 3
sky130_fd_sc_hd__dfrtp_1: 8
sky130_fd_sc_hd__mux4_2: 15
sky130_fd_sc_hd__mux2_2: 24
sky130_fd_sc_hd__or2_2: 6
sky130_fd_sc_hd__nand2b_1: 4
sky130_fd_sc_hd__nand2_1: 33
sky130_fd_sc_hd__clkdlybuf4s50_1: 57
sky130_fd_sc_hd__conb_1: 16
sky130_fd_sc_hd__mux2i_1: 29
sky130_fd_sc_hd__mux4_1: 4
sky130_fd_sc_hd__a21o_1: 5
sky130_fd_sc_hd__clkbuf_16: 9
-- worst max-delay path, stage by stage (launching register included) --
cell                              delay, ps
sky130_fd_sc_hd__dfrtp_1                360
sky130_fd_sc_hd__buf_4                  210
sky130_fd_sc_hd__inv_1                  140
sky130_fd_sc_hd__ha_1                   160
sky130_fd_sc_hd__buf_4                  330
sky130_fd_sc_hd__nor2b_4                330
sky130_fd_sc_hd__buf_4                  380
sky130_fd_sc_hd__mux4_2                 670
sky130_fd_sc_hd__inv_1                  120
sky130_fd_sc_hd__ha_1                   160
sky130_fd_sc_hd__inv_1                   60
sky130_fd_sc_hd__fa_1                   420
sky130_fd_sc_hd__a21oi_1                230
sky130_fd_sc_hd__o211ai_1               220
sky130_fd_sc_hd__o2111ai_1              290
sky130_fd_sc_hd__a31oi_1                170
sky130_fd_sc_hd__xnor2_1                160
sky130_fd_sc_hd__nor2_1                 110
sky130_fd_sc_hd__a211oi_1                60
sky130_fd_sc_hd__a21oi_1                490
sky130_fd_sc_hd__clkdlybuf4s50_1        580
-- worst paths after layout --
| path | endpoint | slack [ps] |
|---|---|---|
| max | debug_ALU[12] | 2880 |
| min | PC[7]$_DFF_PP0_ | 490 |
| max reg2reg | RF.R[3][14]$_DFFE_PP_ | 5720 |
| min reg2reg | PC[7]$_DFF_PP0_ | 490 |
| max in group asynchronous | PC[1]$_DFF_PP0_ | 8690 |
| min in group asynchronous | PC[4]$_DFF_PP0_ | 2140 |
-- area by class of cell --
| type | instances | area, µm² | area share |
|---|---|---|---|
| clock buffers | 11 | 232.7 | 0.03063 |
| clock inverters | 5 | 31.28 | 0.004117 |
| inverters | 17 | 63.81 | 0.008398 |
| multi-input cells | 397 | 3227 | 0.4247 |
| flip-flops and latches | 104 | 3083 | 0.4057 |
| well taps | 216 | 270.3 | 0.03557 |
| repair buffers | 73 | 690.7 | 0.09089 |
Power is estimated from default activity; no workload was simulated.
